===== config.mk =====
export PLATFORM = sky130hd
export DESIGN_NAME = haar_dwt
export DESIGN_NICKNAME = haar_dwt
export VERILOG_FILES = /design/flow/design.v
export SDC_FILE = /design/flow/constraint.sdc
export NUM_CORES = 4
export LEC_CHECK = 1
export CORE_UTILIZATION = 30

===== constraint.sdc =====
current_design haar_dwt

set clk_period 3.0
set clk_io_pct 0.2

create_clock -name clk0 -period $clk_period [get_ports {clk}]

set non_clock_inputs [all_inputs -no_clocks]
set_input_delay [expr $clk_period * $clk_io_pct] -clock clk0 $non_clock_inputs
set_output_delay [expr $clk_period * $clk_io_pct] -clock clk0 [all_outputs]

===== design.v =====
`timescale 1ns/1ps
module haar_dwt #(
    parameter DATA_WIDTH = 8,
    parameter SIGNAL_LENGTH = 8
)(
    input clk,
    input rst,
    input [DATA_WIDTH-1:0] din,
    input start,
    output reg [DATA_WIDTH-1:0] dout_a,
    output reg [DATA_WIDTH-1:0] dout_d,
    output reg done
);
reg [DATA_WIDTH-1:0] signal[SIGNAL_LENGTH-1:0];
reg [DATA_WIDTH-1:0] temp[SIGNAL_LENGTH/2-1:0];
integer i, j;
always @(posedge clk or posedge rst) begin
    if (rst) begin
        for (i = 0; i < SIGNAL_LENGTH; i = i + 1) begin
            signal[i] <= 0;
        end
        dout_a <= 0;
        dout_d <= 0;
        done <= 0;
    end
    else if (start) begin
        signal[0] <= din;
        for (i = 1; i < SIGNAL_LENGTH; i = i + 1) begin
            signal[i] <= signal[i-1];
        end
        for (j = 0; j < SIGNAL_LENGTH/2; j = j + 1) begin
            temp[j] <= (signal[2*j] + signal[2*j+1]) >>> 1;
            dout_d[j] <= $signed(signal[2*j] - signal[2*j+1]) >> 1;
        end
        for (i = 0; i < SIGNAL_LENGTH/2; i = i + 1) begin
            signal[i] <= temp[i];
        end
        dout_a <= signal[0];
        done <= 1;
    end
    else begin
        done <= 0;
    end
end
endmodule

===== run.sh =====
#!/bin/bash
# OpenROAD 26Q1-2900-gdf79404cd8, Yosys 0.63+post, stock flow scripts
make -C /OpenROAD-flow-scripts/flow DESIGN_CONFIG=/design/flow/config.mk WORK_HOME=/design/flow/orfs finish

==> impl_metrics.env <==
# implementation run metrics
export IMPL_numCtsBuffers=9
export IMPL_first_pass_iters=5
export IMPL_worstSkewPairLatency_ns=0.33
export IMPL_min_period_ns=1.938
export IMPL_core_util_floorplan=0.3096
export IMPL_hold_worst_slack_ns=0.4546
export IMPL_syn_inst=368
export IMPL_ys_ff=96
export IMPL_antenna_left=0
export IMPL_p_int_mw=4.232
export IMPL_dpl_hpwl_um=5067
export IMPL_fp_dieH_um=127.5
export IMPL_yosys_stat_area_sq_mm=0.004725
export IMPL_drc=0
export IMPL_core_area_sq_mm=0.01526
export IMPL_cts_htree_levels=3
export IMPL_syn_cell_area_sq_mm=0.004725
export IMPL_max_freq_mhz=516.1
export IMPL_outcome="finished, final reports clean"
export IMPL_ys_cells=368
export IMPL_post_route_util=0.3554
export IMPL_syn2layout_area_growth_pct=14.78
export IMPL_synthAdderAreaFrac=0.08051
export IMPL_cts_tree="built"
export IMPL_edf_count=28
export IMPL_top_logic_kind="multiplexers"
export IMPL_viasPerCell=4.755
export IMPL_setup_tns_ns=0
export IMPL_slew_headroom=0.5778
export IMPL_pwr_density_cell_mw_per_mm2=1174
export IMPL_post_cts_buffers=0
export IMPL_async_flop_share=0.7083
export IMPL_port_buffers=14
export IMPL_drv_max_cap_violation_count=0
export IMPL_hold_viol=0
export IMPL_critPathLaunchType="flip-flop"
export IMPL_ys_types=48
export IMPL_final_area_sq_mm=0.005423
export IMPL_post_cts_resized=0
export IMPL_fin_cells=600
export IMPL_placed_cell_area_sq_mm=0.005112
export IMPL_wl_per_cell_um=12.61
export IMPL_die_w_um=127.5
export IMPL_power_leakage_nw=2.175
export IMPL_dieArea_sq_mm=0.01625
export IMPL_io_pins=28
export IMPL_rsz0062_at_grt="no"
export IMPL_synth_top_flop_cell="dfrtp_1"
export IMPL_synth_avg_cell_area_sq_um=12.84
export IMPL_p_comb_frac=0.438
export IMPL_hold_buffers=0
export IMPL_grt_pass1_wl_um=13010
export IMPL_pwr_share_clk=0.183
export IMPL_ir_drop_mv=0.4351
export IMPL_skew_ns=0.006192
export IMPL_crit_arrival_ns=2.01
export IMPL_drt_iter0_drc=161
export IMPL_clk_path_buf_depth=2
export IMPL_power_total_mw=6.367
export IMPL_finalWeightedCongestion=0.8368
export IMPL_finalCritPeriodShare=0.6459
export IMPL_routed_wirelength_um=7567
export IMPL_critPathMaxFanout=5
export IMPL_num_vias=2853
export IMPL_ys_sh_xor=0.02410
export IMPL_worst_pin_slew_ns=0.6324
export IMPL_synth_yosys_seq_area_share=0.5381
export IMPL_cp_end_kind="flip-flop"
export IMPL_mostFrequentLayoutCell="dfrtp_1"
export IMPL_p_sw_frac=0.3354
export IMPL_antenna_cells=0
export IMPL_simple_gate_share=0.07918
export IMPL_grt_total_usage=0.1032
export IMPL_drive_gt1_frac=0.2082
export IMPL_p_seq_frac=0.379
export IMPL_hp_class="flip-flop to flip-flop"
export IMPL_path_clk_slew_ns=0.06
export IMPL_regToRegSetupSlack_ns=1.06
export IMPL_ys_sh_aoi=0.1083
export IMPL_clock_sinks=96
export IMPL_grt_max_degree=79
export IMPL_worstPathRequired_ns=3.07
export IMPL_switchingPower_mw=2.135
export IMPL_grt_pass1_vias=2737
export IMPL_cts_root_buf="clkbuf_16"
export IMPL_tool_warnings=33
export IMPL_path_class="flip-flop to flip-flop"
export IMPL_num_rows=45
export IMPL_ys_warn_count=3
export IMPL_mux_share=0.1359
export IMPL_pre_cts_ws_ns=0.9330
export IMPL_setup_viol=0
export IMPL_finalWorstSetupSlack_ns=1.062
export IMPL_dp_cells=584
export IMPL_gr_total_overflow=0
export IMPL_mostFrequentLayoutCells="68 x dfrtp_1, 57 x mux2_2, 28 x edfxtp_1, 24 x ha_1, 19 x a21oi_1"
export IMPL_antenna_found_initial=0
export IMPL_drv_slew=0
[worst max-delay path, cell delays in order (launching register included)]
cell	delay (ns)
dfrtp_1	0.42
and2_1	0.18
fa_1	0.42
a211oi_1	0.38
or4b_1	0.18
o2111ai_1	0.10
[cells by family (layout without fill, tap and decap cells)]
group                    count (synthesis)  in the layout
flip-flops                              96             96
AND-OR/OR-AND                           74             74
AND/OR/NAND/NOR                         66             66
multiplexers                            57             57
buffers and inverters                   33             50
adder cells (fa/ha/maj)                 28             28
XOR/XNOR                                13             13
other                                    1              5
[cells in the mapped netlist (3+ instances only)]
cell type / count / share of area
a21o_1: 6 / 0.0095
buf_2: 8 / 0.0085
o21ai_0: 13 / 0.014
nand2_1: 12 / 0.0095
buf_4: 6 / 0.0095
edfxtp_1: 28 / 0.18
mux2_2: 57 / 0.14
nand3_1: 5 / 0.0053
a2111oi_0: 3 / 0.0056
nor2b_1: 13 / 0.017
a21oi_1: 19 / 0.020
xor2_1: 3 / 0.0056
xnor2_1: 10 / 0.019
o311ai_1: 3 / 0.0056
a211oi_1: 3 / 0.0048
a31oi_1: 3 / 0.0040
ha_1: 24 / 0.064
nand2b_1: 3 / 0.0040
inv_1: 16 / 0.013
nor2_1: 10 / 0.0079
clkbuf_1: 3 / 0.0024
nor3b_1: 6 / 0.0095
fa_1: 4 / 0.017
nand4_1: 7 / 0.0093
dfrtp_1: 68 / 0.36
[metal layers]
metal  vias up  part of all wire  wire length (um)  global-route usage
met1      1416              0.46              3444              0.1448
met5         -                 0                 0                   0
met2        42              0.49              3697              0.1678
met3         6             0.044               336             0.03029
met4         0             0.012                89             0.01261
li1       1389                 -                 -                   -
[state kept, by name, indices dropped and copies added (netlist names)]
register and flops:
done 1, signal 56, dout_d 4, dout_a 7
temp 28
[power by group through the flow]
stage	registers [mW]	clock network, mW	logic, mW
after global routing	2.49	1.27	3.13
after CTS	2.42	1.20	2.80
final	2.41	1.16	2.79
[layout make-up]
| cell class | count | area, sq um |
|---|---|---|
| well taps | 211 | 264.0 |
| multi-input cells | 243 | 2043 |
| clock inverters | 3 | 40.04 |
| clock buffers | 13 | 270.3 |
| fillers | 1444 | 9836 |
| repair buffers | 18 | 202.7 |
| inverters | 16 | 60.06 |
| flip-flops and latches | 96 | 2542 |
[path summary, 6_finish.rpt]
kind                                           from                       end  cells after the start
min reg2reg                    temp[0][1]$_DFFE_PP_  signal[0][1]$_DFFE_PP0P_                      2
max reg2reg                signal[6][0]$_DFFE_PP0P_      temp[3][5]$_DFFE_PP_                      5
min in group asynchronous                       rst  signal[2][0]$_DFFE_PP0P_                      2
max in group asynchronous                       rst  signal[7][1]$_DFFE_PP0P_                      3
min                            temp[0][1]$_DFFE_PP_  signal[0][1]$_DFFE_PP0P_                      2
max                        signal[6][0]$_DFFE_PP0P_      temp[3][5]$_DFFE_PP_                      5
